File: ./config.mk
export PLATFORM = sky130hd
export DESIGN_NAME = slowDown
export DESIGN_NICKNAME = slowDown
export VERILOG_FILES = /design/flow/design.v
export SDC_FILE = /design/flow/constraint.sdc
export NUM_CORES = 4
export LEC_CHECK = 1
export CORE_AREA = 10 10 70 70
export DIE_AREA = 0 0 80 80
File: ./run.sh
#!/bin/bash
# OpenROAD 26Q1-2900-gdf79404cd8, Yosys 0.63+post, stock flow scripts
make -C /OpenROAD-flow-scripts/flow DESIGN_CONFIG=/design/flow/config.mk WORK_HOME=/design/flow/orfs finish
File: ./design.v
module slowDown (
    clk,
	 rst,
    o,
);   
  input clk,rst;
  output reg o;
	parameter rate=8'd10;
	reg [1:0] s,ns;
	reg [7:0] counter;
  always @(posedge clk or negedge rst) begin
    if (rst == 1'b0) begin
      s <= 2'd0;
    end else begin
      s <= ns;
    end
  end
  always @(posedge clk) begin
  case(s)
	  2'b00:
	  begin
		o <= 1'b1;
		counter <= 8'd0;
		end
	  2'b01:
		counter <= counter + 8'd1;
	  2'b10:
	  begin
		o <= 1'b0;
		counter <= 8'd0;
		end
	  2'b11:
		counter <= counter + 8'd1;
	endcase
  end
  always @(*) begin
  case(s)
	  2'b00:
		ns = 2'b01;
	  2'b01:
	  begin
		if(counter>rate)
			ns=2'b10;
		else
			ns=2'b01;
			end
	  2'b10:
		ns = 2'b11;
	  2'b11:
	  begin
		if(counter>rate)
			ns=2'b00;
		else
			ns=2'b11;
		end
	endcase
  end
endmodule
File: ./constraint.sdc
current_design slowDown

set clk_period 1.9
set clk_io_pct 0.2

create_clock -name clk0 -period $clk_period [get_ports {clk}]

set non_clock_inputs [all_inputs -no_clocks]
set_input_delay [expr $clk_period * $clk_io_pct] -clock clk0 $non_clock_inputs
set_output_delay [expr $clk_period * $clk_io_pct] -clock clk0 [all_outputs]
==> git commit body <==
Update PnR metrics after Yosys + OpenROAD run

- The longest incremental delay of any stage on the critical path is reported as around 450 ps.
- Row count: 21
- Root Buffer Master: sky130_fd_sc_hd__clkbuf_4
- The net switching power in the latest report is about 0.087 mW.
- Final min period: 1430 ps
- Per the OpenROAD floorplan log, the height of the die is 80 um.
- The worst setup path is launched from a flop.
* Max_cap viols: 0
- Maximum fanout along the worst path: 1
* Met3 usage: 0.01818
* Part of the power in registers: 0.619
- After synthesis, the design contains 50 cells according to Yosys.
* Worst Clk Skew: 0.3573 ps
* Starting density of the core: 0.1516
- FMAX: 0.6992 GHz
- Overall power consumption after layout is estimated at ~0.45 mW.
* Most used logic cell in the final layout: sky130_fd_sc_hd__dfxtp_1
* Layout fillers: between 300 and 400
* Top delay family on crit path: buffers and inverters
- Total setup buffers inserted after CTS: 0
- Detailed placement ended at an HPWL of about 570 um.
- Grt peak-use layer: met1
- Final Wtd Congestion: roughly 0.83
- Internal power consumption: 0.3596 mW
- Mean cell area of the mapped netlist: 10.36 um^2
* Source-to-sink clock delay at the later pin of the worst-skew pair: ~270 ps
- Chip area from the yosys synthesis statistics: roughly 520 um^2
* Vias per std cell: ~3.5
- Clock Power Share: 0.373
- In the layout the commonest cells are sky130_fd_sc_hd__dfxtp_1, sky130_fd_sc_hd__nor2_1, sky130_fd_sc_hd__o21ai_0, sky130_fd_sc_hd__nand3_1.
* Power Density: roughly 720 mW/mm^2
- P_leak: around 0.22 nW
* Total track usage: 0.02594
- Setup repair after global routing left no endpoint under its margin.
- Data on the critical path is required at its endpoint by roughly 1500 ps.
- Part of the total power dissipated in combinational logic: 0.007
* DR WL/cell: around 7.6 um
- Smallest hold slack: roughly 300 ps
- Wire length of the first global-routing pass: ~1400 um
- The via count of the first global-routing pass came to roughly 320.
- Per the power-grid run, VDD falls by no more than 0.1465 mV.
- Per the detail_route report, DRC violations left total 0.
- Final number of hold-violating endpoints: 0
- Total overflow reported by the global router: 0
- Horiz. Die Dim: ~80 um
- Per the STA report, the cell with the highest stage delay on the worst path is sky130_fd_sc_hd__clkdlybuf4s50_1.
- Aggregate negative setup slack: 0 ps
* Endpoint kind of the worst setup timing path: primary output
- Across all layers, the routed design uses 353 vias.
- Number of buffers on the longest clock path: 2
- Once layout is complete, the utilization of the core stands at 0.1821.
- Looking at the max-slew report, the worst-margin pin has a slew of 553.1 ps.
- Number of pins exceeding their max-slew limit in the final report: 0
- Fraction of power spent switching nets: 0.1942
- Cells after Synth: approximately 50
- The core region is between 0.003 and 0.004 mm^2.
- Met2 Track Usage GR: 0.03371
- Post-cts hold buffer count: 0
- The last timing report of the flow puts the setup violation total at 0.
- Number of distinct library cells after synthesis: 20
- Number of DRC markers in iteration 0: 10
* DR pass1 iterations: 3
- Clk sinks: 13
- The mapped netlist covers just over 500 um^2.
- Top-level I/O count: 3
- Layout cell share with drive strength beyond 1: 0.1429
* Slew HR: 0.6278
* Count of state elements after synthesis: 13
- In the post-route report, total wirelength is listed as 779 um.
* Number of diodes: 0
- The number of antenna violations at the first check in global routing came to 0.
* Final period utilization: 0.7527
- Pin count of the biggest net entering global routing: 9
* Launch instance of the worst register-to-register path: counter[0]
- After clock tree synthesis, the clock-pin slew on the worst setup and hold paths is approximately 70 ps.
- TritonCTS built the clock tree.
- Critical-path cell list: clkdlybuf4s50_1
- IO Port Bufs: 2
- According to the timing report, the arrival time at the worst endpoint equals around 1100 ps.
- TritonCTS buffer count: 3
* Crit. Startpoint: o
- Global routing met1 resource utilization: 0.03549
* Worst min path class: in2async
- Synth-to-layout area growth: 20.05%
* Cell area after placement: slightly below 600 um^2
* Critical Setup Path Class: reg2out
- Counting both buffers and inverters, the worst setup path holds a total of 1.
- The layout stage reports a final design area of 621.8 um^2.
- CTS resizes: 0
* Antenna viol nets, final: 0
- The run finished with clean final reports.
- Of the synthesized area, sequential elements account for 0.5628.
- Number of OpenROAD warnings: 26
- Number of levels the H-tree was split into: 1
- The chip occupies around 0.0064 mm^2.
- Warnings, synthesis: 1
==> layout make-up <==
class                      count  area, um^2  share of cell area
inverter                       3       11.26             0.01811
tap                           46       57.56             0.09256
timing repair buffer           2       20.02             0.03219
clock buffer                   4       26.28             0.04225
multi-input combinational     34       215.2              0.3461
sequential                    13       291.5              0.4688
==> cell usage after synthesis (all sizes together) <==
master,number,area share
a21oi,3,0.029
xor2,2,0.034
dfstp,1,0.051
nor4,1,0.012
nand4,1,0.024
or3,3,0.036
a31o,2,0.034
nor2,6,0.043
dfrtp,3,0.14
inv,3,0.022
o21ai,4,0.039
nand2,1,0.0072
nor2b,1,0.012
a21boi,2,0.029
dfxtp,8,0.31
xnor2,1,0.017
edfxtp,1,0.058
nand3,4,0.039
or2,1,0.012
ha,2,0.048
==> power by group through the flow <==
stage	logic, mW	registers [mW]	clock network (mW)
CTS	0.00342	0.276	0.174
global route	0.00372	0.277	0.189
finish	0.00328	0.276	0.167
==> layer usage <==
metal  wire (um)  vias to the layer above
met5           0                        -
met4           0                        0
met3          69                        0
met2         320                        6
met1         389                      162
li1            -                      185
==> state kept, by name (all words and copies together), names as in the netlist <==
signal and flops:
o 1, counter 8, s 4
==> per-stage QoR <==
stage          worst slack [ps]  cells
2_1_floorplan             702.5     50
3_3_place_gp              623.8     98
3_5_place_dp              586.0     98
4_1_cts                   447.8    102
5_1_grt                   421.9    102
6_report                  469.8    102
==> kinds of logic after synthesis <==
family | synth area share
buf+inv | 0.02174
xor+xnor | 0.05073
simple gates | 0.1860
compound gates | 0.1304
flops | 0.5628
fa+ha+maj | 0.04830
==> final timing paths <==
| check | end | slack [ps] | depth (start not counted) |
|---|---|---|---|
| max in group asynchronous | s[0] | 1370 | 1 |
| max | o | 470 | 1 |
| min | s[1] | 300 | 1 |
| min in group clk0 | counter[0] | 500 | 1 |
| min reg2reg | counter[0] | 500 | 1 |
| max reg2reg | s[3] | 580 | 5 |
==> worst register-to-register path, cell delays in order (launching register included) <==
cell and delay, ps:
sky130_fd_sc_hd__dfxtp_1 420, sky130_fd_sc_hd__inv_1 70, sky130_fd_sc_hd__ha_1 190, sky130_fd_sc_hd__nor2b_1 100, sky130_fd_sc_hd__o21ai_0 150, sky130_fd_sc_hd__a31o_2 290
Power figures rest on the tool's default switching activity, not on a simulated workload.
