File: design.v
module seven_segment (
input [3:0]i,
output reg [6:0]o
);
always @(*)
	begin
		case (i)	     
			4'b0000: o = 7'b0000001; 
			4'b0001: o = 7'b1001111; 
			4'b0010: o = 7'b0010010; 
			4'b0011: o = 7'b0000110; 
			4'b0100: o = 7'b1001100; 
			4'b0101: o = 7'b0100100; 
			4'b0110: o = 7'b0100000; 
			4'b0111: o = 7'b0001111; 
			4'b1000: o = 7'b0000000; 
			4'b1001: o = 7'b0000100; 
			4'b1010: o = 7'b0001000; 
			4'b1011: o = 7'b1100000; 
			4'b1100: o = 7'b0110001; 
			4'b1101: o = 7'b1000010; 
			4'b1110: o = 7'b0110000; 
			4'b1111: o = 7'b0111000; 
			default: o = 7'b1111111;
		endcase
	end
endmodule
File: run.sh
#!/bin/bash
# OpenROAD 26Q1-2900-gdf79404cd8, Yosys 0.63+post, stock flow scripts
make -C /OpenROAD-flow-scripts/flow DESIGN_CONFIG=/design/flow/config.mk WORK_HOME=/design/flow/orfs finish
File: config.mk
export PLATFORM = sky130hd
export DESIGN_NAME = seven_segment
export DESIGN_NICKNAME = seven_segment
export VERILOG_FILES = /design/flow/design.v
export SDC_FILE = /design/flow/constraint.sdc
export NUM_CORES = 4
export LEC_CHECK = 1
export CORE_AREA = 10 10 70 70
export DIE_AREA = 0 0 80 80
File: constraint.sdc
current_design seven_segment

set clk_period 1.7
set clk_io_pct 0.2

create_clock -name clk0 -period $clk_period

set non_clock_inputs [all_inputs -no_clocks]
set_input_delay [expr $clk_period * $clk_io_pct] -clock clk0 $non_clock_inputs
set_output_delay [expr $clk_period * $clk_io_pct] -clock clk0 [all_outputs]
==> flow_metrics.py <==
# Synthesis and PnR figures
metrics = {
    "floorplanning": {
        "die_w_um": 80,
        "num_rows": 21,
        "die_h_um": 80,
        "ioPinCount": 11,
        "dieArea_um2": 6400,
        "initial_utilization": 0.0788,
        "coreArea_um2": 3420,
    },
    "detailed_routing": {
        "dr.pass1.iters": 2,
        "wl_um": 782,
        "drtIter0Drc": 3,
        "wl_per_cell_um": 7.90,
        "drc_errors": 0,
        "via_per_inst": 3.09,
        "ant_nets": 0,
        "antenna_cells": 0,
        "vias": 306,
    },
    "sta": {
        "setup_viol": 0,
        "maxSlewHeadroom": 0.885,
        "drv_slew": 0,
        "finalHoldViolCount": 0,
        "final.min_clock_period_ps": 1670,
        "worstMarginPinSlew_ps": 168,
        "post-route-worst-setup-slack_ps": 29.9,
        "worst_hold_slack_ps": 1140,
        "clock.fmax_mhz": 599,
        "finalCritPeriodShare": 0.982,
    },
    "grt": {
        "grt_pass1_wl_mm": 1.25,
        "use_met3": 0.00455,
        "antenna_found_initial": 0,
        "grtUsageTotal": 0.0222,
        "grt_max_degree": 11,
        "met2_usage": 0.0449,
        "grt-ovfl-total": 0,
        "grt_use_met1": 0.0238,
        "top_usage_layer": "met2",
        "grt_pass1_vias": 310,
    },
    "worst_hold_path": {
        "hp-class": "in -> out",
    },
    "worst_setup_path": {
        "path_max_fanout": 5,
        "crit_path_start_kind": "input port",
        "crit_top_cell": "buf_6",
        "crit_chain": "buf_6, buf_6, ha_2, buf_4, mux2i_1, a21oi_2, dlygate4sd2_1",
        "crit_path_max_incr_delay_ps": 240,
        "crit_slowest_cell": "dlygate4sd2_1",
        "crit_required_ps": 1360,
        "end_kind": "primary output",
        "crit_path_start": "i[0]",
        "endpoint": "o[1]",
        "worstPathArrival_ps": 1330,
        "path_class": "in -> out",
    },
    "pwr": {
        "swShare": 0.396,
        "p_clk_frac": 0,
        "p_total_mw": 0.110,
        "power.density_nw_per_um2": 204,
        "seqPwrFrac": 0,
        "peakVddDrop_uv": 29.4,
        "switchingPower_mw": 0.0435,
        "leakagePower_nw": 0.255,
        "internal_power_mw": 0.0663,
        "p_comb_frac": 1.000,
    },
    "synthesis": {
        "synth.most_common_cell": "ha_1",
        "synth.largest_area_cell": "ha_1",
        "topCellsByArea": "ha_1, mux2i_1, mux4_2, nor2_1, nand2b_1",
        "top_cells_by_count": "ha_1, mux2i_1, nor2_1",
        "yosys.stat.seqShare": 0,
        "synth-cells-yosys": 33,
        "yosys_warnings": 1,
        "synth_cell_types": 13,
        "postSynthCellCount": 33,
        "avgSynthCellArea_um2": 8.15,
        "synth_area_um2": 269,
        "yosysTopAreaCellShare": 0.326,
        "ys_area_um2": 269,
    },
    "finish": {
        "fillers": 382,
        "fin_cells": 99,
        "clkbuf_count": 0,
        "area_delta_synth_final_pct": 99.5,
        "flops": 0,
        "drive_gt1_frac": 0.434,
        "seq_area_um2": 0,
    },
    "run": {
        "log.warning_count": 38,
        "cap_violations": 0,
    },
    "place": {
        "place_inst": 96,
        "place_ws_ps": -745,
        "hpwl_um": 604,
        "place_congestion": 0.739,
        "io_buffers": 11,
    },
    "status": {
        "outcome": "finished, final reports clean",
    },
}
worst max-delay path, delay by kind of cell:
kind | cells | cell delay, ps
buf+inv | 4 | 600
fa+ha+maj | 1 | 170
mux | 1 | 160
compound gates | 1 | 70
placed cells by master, fill, tap and decap left out:
cell             netlist  routed
ha_4                   0       1
mux4_2                 1       1
ha_2                   0       2
o211ai_1               1       1
a21oi_1                2       1
a32o_1                 1       1
buf_2                  0       1
clkbuf_2               0       1
dlygate4sd2_1          0       6
nand2_1                1       1
inv_1                  3       1
nand2b_1               2       1
mux2i_1                6       6
nor2_1                 5       5
clkdlybuf4s15_1        0       1
ha_1                   7       4
o21ai_1                2       2
a21oi_2                0       1
buf_4                  0       6
inv_2                  0       2
buf_6                  1       7
nand2b_4               0       1
logic make-up (layout without fill, tap and decap cells):
| group | after synthesis | after routing | share of synthesized area |
|---|---|---|---|
| buf+inv | 5 | 25 | 0.0977 |
| mux | 7 | 7 | 0.307 |
| fa+ha+maj | 7 | 7 | 0.326 |
| simple gates | 8 | 8 | 0.130 |
| compound gates | 6 | 6 | 0.140 |
per-layer routing:
layer  part of all wire  wire length, um
met1               0.42              332
met2               0.49              382
met3              0.084               66
met4                  0                0
met5                  0                0
worst min-delay path by stage:
stage         endpoint  slack (ps)  start  depth (start not counted)
finish            o[3]        1140   i[3]                          3
global route      o[3]        1200   i[3]                          3
CTS               o[5]        1230   i[1]                          4
power groups by stage:
| stage | Clock [mW] | Combinational, mW | Sequential, mW |
|---|---|---|---|
| global route | 0 | 0.123 | 0 |
| CTS | 0 | 0.105 | 0 |
| finish | 0 | 0.110 | 0 |
per-stage QoR:
stage / setup TNS [ps] / util / instance area, um2
2_1_floorplan: 0 / - / 269
3_3_place_gp: -4180 / 0.141 / 482
3_5_place_dp: -4190 / 0.141 / 482
4_1_cts: 0 / 0.152 / 518
5_1_grt: -6.05 / 0.157 / 537
6_report: 0 / 0.157 / 537
area by class of cell:
type,count,area (um2),area share
inverters,3,11.3,0.0210
multi-input cells,28,272,0.506
repair buffers,22,196,0.366
well taps,46,57.6,0.107
repair_timing:
action	CTS	global route
gates resized	31	5
pin swaps	2	2
hold endpoints to repair	0	0
buffers inserted	3	0
hold buffers	0	0
setup endpoints to repair	7	7
Power is estimated from default activity; no workload was simulated.
